## ./config.mk

```make
export PLATFORM = sky130hd
export DESIGN_NAME = Gray_Counter2
export DESIGN_NICKNAME = Gray_Counter2
export VERILOG_FILES = /design/flow/design.v
export SDC_FILE = /design/flow/constraint.sdc
export NUM_CORES = 4
export LEC_CHECK = 1
export CORE_AREA = 10 10 70 70
export DIE_AREA = 0 0 80 80
```

## ./constraint.sdc

```tcl
current_design Gray_Counter2

set clk_period 1.5
set clk_io_pct 0.2

create_clock -name clk0 -period $clk_period [get_ports {clk}]

set non_clock_inputs [all_inputs -no_clocks]
set_input_delay [expr $clk_period * $clk_io_pct] -clock clk0 $non_clock_inputs
set_output_delay [expr $clk_period * $clk_io_pct] -clock clk0 [all_outputs]
```

## ./design.v

```verilog
module Gray_Counter2 #(parameter size = 4)
    (output reg [size-1:0] gray,
    input wire clk, full, inc, reset_n);
    reg [size-1:0] bin;
    wire [size-1:0] gnext, bnext;
    always @(posedge clk or negedge reset_n)
        if(!reset_n)
            {bin,gray} <= 2'b00;
        else
            {bin,gray}<={bnext,gnext};
    assign bnext = !full ? bin+inc : bin;
    assign gnext = (bnext>>1)^bnext;
endmodule
```

## ./run.sh

```bash
#!/bin/bash
# OpenROAD 26Q1-2900-gdf79404cd8, Yosys 0.63+post, stock flow scripts
make -C /OpenROAD-flow-scripts/flow DESIGN_CONFIG=/design/flow/config.mk WORK_HOME=/design/flow/orfs finish
```

==> Table 3: Implementation characteristics <==
Table: implementation figures

Parameter                              Value

CTS
  Number of clock buffers inserted by TritonCTS    3
  CTS tree    yes
  Clock slew seen by the registers of the worst setup and hold paths    ~0.050 ns
  CTS Root Cell    clkbuf_4
  CTS Hold Buffers Added    0
  Clock sinks    7
  Post-CTS setup buffer count    0
  Number of buffers on the longest clock path    2
  Number of gates given a new drive strength after cts    0
  CTS H-tree lvls    1
  Latency at later pin    0.25 ns

Synthesis
  YS warnings    1
  Number of instances in the synthesized netlist    31
  Post-synthesis sequential area ratio    0.4746
  Unique cell types    15
  Cell total in the yosys stat output    31
  Total standard cell area after synthesis    between 300 and 400 µm²
  Summed standard-cell area reported by yosys    approximately 370 µm²
  Post-Synthesis Mean Instance Area    11.91 µm²
  Register bit total from synthesis    7

Placement
  Total of buffers placed on input and output ports    7
  Pre-CTS WS    -0.2643 ns
  GPL Wtd Cong    just over 0.7

Detailed routing
  Detailed Route WL    665 µm
  Count of inserted antenna diode cells    0
  Number of detailed-routing iterations run before antenna repair    2
  Antenna-violating nets left    0
  DRC violation count after routing    0
  Count of routing violations after the opening detailed-route iteration    18
  Routed via count    254
  Post-detailed-route via-to-cell ratio    around 2.8
  Post-DR wirelength/cell    about 7.4 µm

Final timing
  Cycle use final    0.9475
  Slew of the pin with the lowest slew margin    about 0.31 ns
  Slew Viols, Final    0
  Relative slew slack    0.7904
  Post-route setup slack    slightly below 0.08 ns
  Final critical-path required period    between 1 and 1.5 ns
  Final tally of hold violations    0
  Setup-failing EPs final    0
  Total negative slack    0 ns
  RSZ-0062 raised after global routing    false
  Highest Clock Rate    around 0.7 GHz
  Largest clock skew in the final design    a little over 0.001 ns

Power and ir drop
  Switching part of the total    0.3073
  Sw Pwr    0.3194 mW
  Leak    0.2124 nW
  Internal power contribution    between 0.7 and 0.8 mW
  Pwr per Cell Area    1871 mW/mm²
  Clk network pwr share    0.165
  Part of the total power dissipated in sequential elements    0.360
  Worst-case vdd ir drop    approximately 270 µV
  Power share of the combinational group    0.476

Setup path
  Crit path DAT    roughly 1.1 ns
  Buffers & Inverters on Critical Path    1
  Worst-path fanout max    3
  Nature of the critical path startpoint    flop
  Crit end category    output pin
  Data required time of the critical path    1.20 ns
  Largest stage delay, worst path    ~0.48 ns
  Startpoint-to-endpoint class of the critical path    reg -> out
  Cells along the critical path    clkdlybuf4s50_1
  Top Family by Delay on Critical Path    buffers and inverters
  Cell with the biggest individual delay on the critical path    clkdlybuf4s50_1

Hold path
  HP Class    in -> async

Floorplanning
  Height of the die    ~80 µm
  Chip Width    80 µm
  Initial Util    0.1081
  Site Rows    21
  Number of I/O pins    8
  Chip footprint    0.006400 mm²
  Area inside the core boundary    roughly 0.0034 mm²

Global routing
  Antenna violations before repair    0
  Number of global-route vias before repair    ~260
  Total global-route track usage    0.02164
  Pin count of the biggest net entering global routing    8
  Wire length of the first global-routing pass    about 1.1 mm
  Overflow left after global routing    0

Run
  Count of max-cap constraint violations    0
  Number of warnings in the stage logs    25

Final layout
  Layout Area Growth over Synthesis    50.51%
  Layout fillers    just under 400
  Ratio of cells with drive above 1 in the final layout    0.2727

Outcome
  Status    completed
[layout make-up]
class                   count  area (µm²)  share of cell area
multi-input cells          21       192.7              0.3468
flip-flops and latches      7       175.2              0.3153
repair buffers             11       100.1              0.1802
well taps                  46       57.56              0.1036
clock buffers               4       26.28             0.04730
inverters                   1       3.754            0.006757
[sequential cells by signal, indices dropped and copies added (netlist names)]
name / count
gray: 4
bin: 3
[worst reg2reg max path, stage by stage (launching register included)]
cell	delay, ns
dfrtp_1	0.40
ha_2	0.21
ha_4	0.27
xnor2_1	0.11
o21ai_1	0.09
xor2_1	0.14
[cells in the mapped netlist]
master,count,area [µm²]
buf_2,1,5.000
nand2b_1,1,6.260
inv_1,1,3.750
nand2b_4,1,13.76
xor2_1,2,17.52
o311ai_2,1,16.27
nand2_1,3,11.26
mux2_2,1,11.26
buf_4,1,7.510
ha_1,2,25.02
xnor2_1,5,43.79
nand4b_1,2,17.52
o21ai_1,1,5.000
dfrtp_1,7,175.2
o21ai_0,2,10.01
[cells by family after synthesis]
family,count (synthesis),synth area share
AND-OR/OR-AND,4,0.08475
XOR/XNOR,7,0.1661
adder cells (fa/ha/maj),2,0.06779
buffers and inverters,3,0.04405
flip-flops,7,0.4746
multiplexers,1,0.03051
AND/OR/NAND/NOR,7,0.1322
[layout by cell type, fill, tap and decap left out]
cell and instances:
xor2_1 2, clkbuf_1 1, o21ai_0 1, nand2b_1 1, buf_4 4, dfrtp_1 7, o311ai_2 1, ha_4 1
nand4b_1 2, clkdlybuf4s50_1 7, inv_1 1, mux2_2 1, o21ai_1 2, clkbuf_4 3, xnor2_1 5, nand2_1 3
nand2b_4 1, ha_2 1
[stage by stage]
stage	utilization	instances	power [mW]	hold slack (ns)	cell area [µm²]
after floorplan	-	31	0.6461	0.004409	369.1
after global placement	0.1505	86	0.8269	0.5031	514.2
after detailed placement	0.1505	86	0.8413	0.5135	514.2
after CTS	0.1582	90	1.022	0.2990	540.5
after global routing	0.1626	90	1.142	0.3177	555.5
final	0.1626	90	1.039	0.3065	555.5
[final timing paths]
path                              start      end  slack [ns]  cells past startpoint
max in group asynchronous       reset_n  gray[3]        0.96                      1
worst min register to register  gray[3]  gray[3]        0.51                      1
min in group clk0               gray[3]  gray[3]        0.51                      1
worst min-delay path            reset_n  gray[0]        0.31                      1
worst max-delay path            gray[3]  gray[3]        0.08                      1
worst max register to register   bin[0]  gray[1]        0.16                      5
[routing by layer]
layer  up-vias  GRT usage  part of all wire
met1       113    0.02360              0.40
met4         0   0.005282                 0
met5         -          0                 0
li1        131          -                 -
met3         0    0.01364              0.13
met2        10    0.03451              0.46
[power by group through the flow]
stage                 Clock (mW)  Sequential [mW]  Combinational (mW)
after CTS                  0.183            0.366               0.473
after global routing       0.195            0.387               0.560
final                      0.171            0.374               0.494
Power and IR drop assume default switching activity.
