`flow/run.sh`:
```
#!/bin/bash
# OpenROAD 26Q1-2900-gdf79404cd8, Yosys 0.63+post, stock flow scripts
make -C /OpenROAD-flow-scripts/flow DESIGN_CONFIG=/design/flow/config.mk WORK_HOME=/design/flow/orfs finish
```
`flow/config.mk`:
```
export PLATFORM = sky130hd
export DESIGN_NAME = adder_sub_4bit
export DESIGN_NICKNAME = adder_sub_4bit
export VERILOG_FILES = /design/flow/design.v
export SDC_FILE = /design/flow/constraint.sdc
export NUM_CORES = 4
export LEC_CHECK = 1
export CORE_AREA = 10 10 70 70
export DIE_AREA = 0 0 80 80
```
`flow/constraint.sdc`:
```
current_design adder_sub_4bit

set clk_period 3.2
set clk_io_pct 0.2

create_clock -name clk0 -period $clk_period

set non_clock_inputs [all_inputs -no_clocks]
set_input_delay [expr $clk_period * $clk_io_pct] -clock clk0 $non_clock_inputs
set_output_delay [expr $clk_period * $clk_io_pct] -clock clk0 [all_outputs]
```
`flow/design.v`:
```
module adder_sub_4bit (A,B,Ci,S,Co);
parameter data_size = 4;
input [data_size-1:0] A,B;
input Ci;
output [data_size-1:0] S;
output Co;
reg [data_size-1:0] S;
reg Co;
always @ (A or B or Ci)
    if (Ci)
        {Co,S} = A - B;
    else
        {Co,S} = A + B;
endmodule
```
==> flow_summary_export.csv <==
group,metric,value,unit
yosys,common_cells,"ha_1, inv_1, nor2_1, xor2_1",
placement,port_buffers,14,
yosys,synth_warnings,1,
route,ant_nets,0,
finish,seq_cell_count,0,
route,wl_per_cell,8.271,µm
finish,fillers,391,
route,vias,259,
placement,gp_congestion,0.7759,
route,wirelength,794,µm
sta,post-route-period-util,96.41,%
yosys,synthDistinctLibCells,13,
critical_path,cp-start-kind,"input pin",
grt,busiest_layer,"met1",
grt,grt_start_max_net_pins,5,
sta,slew_viol_final,0,
finish,synthToLayoutAreaGrowth,138.2,%
yosys,topCellsByArea,"ha_1, xor2_1, fa_1",
critical_path,path_max_fanout,2,
sta,period_needed,3.085,ns
yosys,syn_avg_cell_area,7.646,µm²
pwr,power,0.09557,mW
finish,nClkBuffers,0,
grt,antenna_found_initial,1,
sta,setup_ws,0.1150,ns
yosys,synth.top_cell.area_share,30.30,%
sta,finalSetupTns,0,ns
sta,grt_setup_unrepaired,"false",
finish,regArea,0,µm²
floorplanning,die_height,80,µm
floorplanning,initCoreUtil,6.044,%
finish,drive_gt1_share,32.65,%
floorplanning,die_w,80,µm
grt,grt_pass1_vias,274,
grt,grt_pass1_wl,1276,µm
flow_run,drv_cap,0,
worst_hold_path,hold_path_end,"Co",
yosys,synth_chip_area,206.4,µm²
sta,tightest_slew,0.2038,ns
placement,pre_cts_ws,-0.4267,ns
floorplanning,top_level_ports,14,
critical_path,cp.arrival,2.45,ns
route,remaining_drc_errors,0,
pwr,leakage,0.2133,nW
route,drtIter0Drc,11,
yosys,ys_seq_share,0,%
grt,grt_usage,2.382,%
sta,hold_viol,0,
clock_network,hold_buffers,0,
grt,use_met1,3.574,%
critical_path,path_class,"input pin to output port",
finish,logic_area,219.0,µm²
flow_run,warnings,32,
finish,final_core_util,14.40,%
worst_hold_path,hold_path_depth,4,
route,drtPass1Iterations,2,
worst_hold_path,hold_start,"Ci",
grt,overflow,0,
floorplanning,fp-row-count,21,
sta,setup_viol,0,
route,via_per_inst,2.698,
sta,fmax,0.3241,GHz
pwr,powerDensity,194.4,nW/µm²
pwr,ir_worst_vdd,0.02779,mV
yosys,synth_cells,27,
floorplanning,die-area,6400,µm²
critical_path,end_kind,"output port",
yosys,synth_area_leader_cell,"ha_1",
floorplanning,coreArea,3416,µm²
yosys,syn_area,206.4,µm²
placement,post-dp-hpwl,612.7,µm
critical_path,worstPathRequired,2.56,ns
worst_hold_path,min_path_type,"input pin to output port",
grt,use_met2,3.291,%
outcome,status,"completed",
sta,slew_headroom,86.15,%
yosys,ys_cells,27,
grt,grt_use_met3,0.9091,%
[critical path: stages]
cell	delay, ns
dlygate4sd2_1	0.23
inv_2	0.05
ha_4	0.26
mux2i_2	0.07
buf_4	0.14
fa_2	0.34
a21o_1	0.20
a21oi_2	0.14
xor2_1	0.15
dlygate4sd2_1	0.22
[routing by layer]
| layer | vias to the layer above | part of all wire, % |
|---|---|---|
| met2 | 10 | 37 |
| met5 | - | 0 |
| li1 | 135 | - |
| met3 | 0 | 13 |
| met4 | 0 | 0 |
| met1 | 114 | 50 |
[worst max path at each step]
stage	start	end	slack [ns]	cells past startpoint
after CTS	B[0]	Co	0.08	10
after global routing	B[0]	Co	0.005	10
final	B[1]	Co	0.11	10
[logic make-up after synthesis]
logic type | synth area share, %
adders and majority gates | 40.00
buffers and inverters | 9.092
xor gates and xnor gates | 21.22
and+or+nand+nor | 9.693
AOI/OAI and AO/OA | 15.15
muxes | 4.849
[where the power goes]
part	internal, mW	leakage [nW]	switching, mW
combinational	0.0609	0.213	0.0346
sequential	0	0	0
clock	0.0000000417	0.00000634	0
[layout by cell type (no fill, tap or decap)]
cell / n
clkdlybuf4s50_1: 8
buf_4: 8
dlygate4sd2_1: 5
inv_1: 4
ha_1: 4
nor2_1: 3
xor2_1: 3
xnor2_1: 2
a21oi_2: 2
diode_2: 1
nor3_2: 1
inv_2: 1
mux2i_2: 1
a21o_1: 1
a21oi_1: 1
nand2_1: 1
o21ai_2: 1
fa_2: 1
ha_4: 1
clkdlybuf4s15_1: 1
[layout make-up]
class	instances	share of cell area (%)
well taps	46	11.70
diodes	1	0.5089
repair buffers	22	39.44
inverters	5	3.817
multi-input cells	22	44.53
[what timing repair did]
action	in CTS	in global routing
endpoints found under the hold margin	0	0
endpoints found under the setup margin	4	1
resized	13	2
gates cloned	0	0
buffers inserted	3	1
pin swaps	6	1
[stage by stage]
| step | hold WS (ns) | cell area [µm²] | instances |
|---|---|---|---|
| floorplan | 1.382 | 206.4 | 27 |
| global placement | 2.319 | 434.2 | 91 |
| detailed placement | 2.314 | 434.2 | 91 |
| CTS | 1.992 | 475.5 | 94 |
| global route | 2.045 | 489.2 | 95 |
| finish | 1.992 | 491.7 | 96 |
No activity file was given, so power comes from the tool's default toggle rates.
