`flow/design.v`:
```
module Gray_Counter(clk, reset, data_in, load_en, out);
    input clk, reset;
    input load_en;
    input [3:0] data_in;
    output reg [3:0] out;
    reg q0, q1, q2;
    reg [3:0] count;
    always @(posedge clk) begin
        if (reset) begin
            count <= 4'b0;
            {q2,q1,q0} <= 3'b000;
            out <= 4'b0;
        end
        else if (load_en) begin
            count <= data_in;
            {q2, q1, q0} <= {data_in[2], data_in[1], data_in[0]};
            out <= {data_in[3], data_in[2], data_in[1], data_in[0]};
        end
        else begin
            count <= count + 1'b1;
            q2 <= count[3] ^ count[2];
            q1 <= count[2] ^ count[1];
            q0 <= count[1] ^ count[0];
            out <= {count[3],q2,q1,q0};
        end
    end
endmodule
```
`flow/run.sh`:
```
#!/bin/bash
# OpenROAD 26Q1-2900-gdf79404cd8, Yosys 0.63+post, stock flow scripts
make -C /OpenROAD-flow-scripts/flow DESIGN_CONFIG=/design/flow/config.mk WORK_HOME=/design/flow/orfs finish
```
`flow/config.mk`:
```
export PLATFORM = sky130hd
export DESIGN_NAME = Gray_Counter
export DESIGN_NICKNAME = Gray_Counter
export VERILOG_FILES = /design/flow/design.v
export SDC_FILE = /design/flow/constraint.sdc
export NUM_CORES = 4
export LEC_CHECK = 1
export CORE_AREA = 10 10 73 73
export DIE_AREA = 0 0 83 83
```
`flow/constraint.sdc`:
```
current_design Gray_Counter

set clk_period 2.1
set clk_io_pct 0.2

create_clock -name clk0 -period $clk_period [get_ports {clk}]

set non_clock_inputs [all_inputs -no_clocks]
set_input_delay [expr $clk_period * $clk_io_pct] -clock clk0 $non_clock_inputs
set_output_delay [expr $clk_period * $clk_io_pct] -clock clk0 [all_outputs]
```
==> Changelog: implementation <==
## Flow update

* Status: finished clean
* Clock Pin Slew Worst Setup and Hold Paths at 0.05 ns
* Share of layout cells above drive strength 1 at 0.111
* Max IR drop VDD at 0.000163 V
* Top cells excl fill/tap: dfxtp_1, clkdlybuf4s50_1, a21oi_1, nand2b_1
* Crit-path max cell delay at between 0.7 and 0.8 ns
* CTS Sinks at 11
* Drt pass-1 iters at 4
* Adder Area Share at 0.0570
* Synth Area in XOR/XNOR at 0.0399
* Critical Path RT at 2.23 ns
* Core area at 3740 um^2
* Area fraction in mux cells at 0.0456
* Slew margin rel. at 0.685
* Pre-Place Util at 0.117
* First-pass GRT wire length at 1430 um
* Clock skew at around 0.00032 ns
* AO/OA Area Share at 0.162
* Minimum hold slack at about 0.45 ns
* Root buffer cell: clkbuf_8
* Synth Instances at 42
* Yosys reg bits at 11
* Synthesized area per cell at 10.5 um^2
* Vias in the first global route at 290
* Filler instances at 423
* Post-route DRC at 0
* Port Buffer Count at 10
* Total CTS buffers at 3
* Number of antenna-violating nets in the routed design at 0
* Post-Route WL at 806 um
* YS chip area at 439 um^2
* Peak Freq at 661 MHz
* Drt initial violations at roughly 44
* Drt via density at 3.12
* Postcts setup bufs at 0
* Met3 usage at 0.0128
* CP startpoint kind: input pin
* Grt peak-use layer: met1
* Crit-path max FO at 14
* Tcrit/Tclk final at 0.720
* Critical path type: input pin to register
* Tool warnings at 25
* Total number of vias at 318
* Setup WS post-layout at 0.587 ns
* Core Rows at 22
* CP max-delay cell: clkdlybuf4s50_1
* Final setup vio count at 0
* Grt met1 use at 0.0344
* Setup crit end kind: register
* Register area at 220 um^2
* Slew Viols, Final at 0
* Pin slew with the least headroom to its limit at around 0.47 ns
* Chip Height at 83 um
* M2 GR Usage at 0.0293
* Dpl ws at 0.332 ns
* Leakage at 0.235 nW
* Layout area overhead at 43.3%
* Ports at 11
* Hold_buf cts at 0
* RSZ-0062 raised after global routing: no
* Die area at 6890 um^2
* Minimum clock period at 1.51 ns
* Data arrival time of the worst path at roughly 1.6 ns
* Antenna cells at 0
* GR Overflow Total at 0
* Final Hold Viols at 0
* Dominant comb cell: AND-OR/OR-AND gates
* Pwr dens at 780 nW/um^2
* Die width at 83 um
* Crit-path cells: clkdlybuf4s50_1 -> and4b_1 -> a2111oi_2
* Hold WC Path Type: register to register
* Latency at later pin at 0.23 ns
* All-Layer GR Usage at 0.0239
* Top cell excl fill/tap: dfxtp_1
* TritonCTS clock tree: done
* Synth Seq Share at 0.501
* Total power at 0.491 mW
* Wire per inst at about 8 um
* H-tree depth at 1
* Yosys Instances at 42
* Largest net degree at the start of global routing at 15
* Synth unique cells at 18
* Antenna violations before repair at 0
* Logic area at 196 um^2
* Basic Gates by Area at 0.142
* Post-route setup TNS at 0 ns
* Cts repair resizes at 0
* Dpl hpwl at roughly 640 um
* CTS Buffer Depth at 2
* Placer Congestion at 0.788
* Cell Area, Synth at 439 um^2
* Synthesis warning total at 1
* Max_cap viols at 0
* Placed Area at 584 um^2
* Fin area at 629 um^2
## cell type report
cell class	instances	share of cell area
clock buffers	4	0.0716
inverters	2	0.0119
multi-input cells	27	0.312
flip-flops and latches	11	0.350
well taps	48	0.0954
repair buffers	10	0.159
## Yosys cell counts (all sizes together)
library cell,number,share of area
nand2b,4,0.057
clkbuf,1,0.0085
nor2b,1,0.014
a211oi,3,0.051
and4b,1,0.023
mux2i,2,0.046
ha,2,0.057
a2111oi,1,0.034
a21oi,6,0.077
or2,1,0.014
nand2,2,0.017
nor2,2,0.017
buf,1,0.026
dfxtp,11,0.50
xnor2,2,0.040
inv,2,0.017
## report_power, final
part           switching [mW]  internal, mW
Combinational          0.0223        0.0347
Sequential            0.00757         0.225
Clock                  0.0690         0.132
Total                  0.0989         0.392
## through the flow
stage / std cells / util
floorplan: 42 / -
global placement: 98 / 0.156
detailed placement: 98 / 0.156
CTS: 102 / 0.168
global route: 102 / 0.168
finish: 102 / 0.168
## registers in the layout (all words and copies together) (netlist names)
name / count
count: 4
out: 4
q0: 1
q1: 1
q2: 1
## kinds of logic after synthesis
family / Yosys count
AOI/OAI and AO/OA: 10
xor gates and xnor gates: 2
adders and majority gates: 2
buffers and inverters: 4
DFF: 11
muxes: 2
and+or+nand+nor: 11
## worst max-delay path: cells and delay by family
kind / cells / cell delay (ns)
buffers and inverters: 1 / 0.76
AND/OR/NAND/NOR: 1 / 0.26
AND-OR/OR-AND: 1 / 0.19
## worst paths after layout
path	from	slack [ns]	depth (start not counted)	end
worst max register to register	count[2]$_SDFF_PP0_	1.07	3	count[3]$_SDFF_PP0_
worst min-delay path	q1$_SDFF_PP0_	0.45	2	out[1]$_SDFF_PP0_
worst min register to register	q1$_SDFF_PP0_	0.45	2	out[1]$_SDFF_PP0_
worst max-delay path	load_en	0.59	3	count[3]$_SDFF_PP0_
## per-layer routing
metal	vias up	part of all wire
li1	168	-
met1	142	0.48
met2	8	0.45
met3	0	0.071
met4	0	0
met5	-	0
No activity file was given, so power comes from the tool's default toggle rates.
